File: /design/flow/design.v
module Trigger (
	input clk,
          rising,  
    input signed [7:0] data,
				 level,
	output reg trig
);
reg signed [7:0] buff [14:0];
wire signed [15:0] first, second, third;
assign first = buff[0] + buff[1] + buff[2] + buff[3] + buff[4];
assign second = buff[5] + buff[6] + buff[7] + buff[8] + buff[9];
assign third = buff[10] + buff[11] + buff[12] + buff[13] + buff[14];
always @(posedge clk) begin
	buff[0]  <= buff[1];
	buff[1]  <= buff[2];
	buff[2]  <= buff[3];
	buff[3]  <= buff[4];
	buff[4]  <= buff[5];
	buff[5]  <= buff[6];
	buff[6]  <= buff[7];
	buff[7]  <= buff[8];
	buff[8]  <= buff[9];
	buff[9]  <= buff[10];
	buff[10] <= buff[11];
	buff[11] <= buff[12];
	buff[12] <= buff[13];
	buff[13] <= buff[14];
	buff[14] <= data;
	if (rising) begin
		trig <= (first / 5) < level && (third / 5) > level;
	end else begin
		trig <= (first / 5) > level && (third / 5) < level;
	end
end
endmodule
File: /design/flow/run.sh
#!/bin/bash
# OpenROAD 26Q1-2900-gdf79404cd8, Yosys 0.63+post, stock flow scripts
make -C /OpenROAD-flow-scripts/flow DESIGN_CONFIG=/design/flow/config.mk WORK_HOME=/design/flow/orfs finish
File: /design/flow/config.mk
export PLATFORM = sky130hd
export DESIGN_NAME = Trigger
export DESIGN_NICKNAME = Trigger
export VERILOG_FILES = /design/flow/design.v
export SDC_FILE = /design/flow/constraint.sdc
export NUM_CORES = 4
export LEC_CHECK = 1
export CORE_UTILIZATION = 30
File: /design/flow/constraint.sdc
current_design Trigger

set clk_period 15.9
set clk_io_pct 0.2

create_clock -name clk0 -period $clk_period [get_ports {clk}]

set non_clock_inputs [all_inputs -no_clocks]
set_input_delay [expr $clk_period * $clk_io_pct] -clock clk0 $non_clock_inputs
set_output_delay [expr $clk_period * $clk_io_pct] -clock clk0 [all_outputs]
==> out/metrics.csv <==
metric,value,unit
cpPeakStageDelay,0.61,ns
rows,68,
ys_ff,121,
cts_setup_buffers,0,
worst_slew_pin_slew,0.811,ns
yosysCellCount,1228,
drtPass1Iterations,6,
skew,0.0125,ns
grt_pass1_vias,8093,
path_class,reg -> reg,
cts_resized,0,
path_common_cell,a21oi_1,
wirelength,21400,microns
clkTransAtPathRegs,0.06,ns
end_kind,flip-flop,
grt_overflow,0,
die_w,190,microns
fmaxAchievable,0.0826,GHz
grt_max_degree,51,
hold_viol,0,
cp.arrival,12.41,ns
setup_viol_count_final,0,
outcome,"complete, no violations",
diodes,0,
cp_max_fo,15,
syn_area,10600,sq um
dp_hpwl,16400,microns
yosys_most_used_dff,dfxtp_1,
vias,8712,
wl_per_cell,12.5,microns
cts_hold_buf,0,
ys_seq_share,22.8,%
clk_latency,0.40,ns
timing.final.crit_period,12.11,ns
synth-edff-count,0,
crit_slowest_cell,o221ai_2,
fp.dieH,190,microns
yosys-stat-area,10600,sq um
drc_errors,0,
ant_nets,0,
drive_gt1_share,10.1,%
initCoreUtil,30.6,%
antenna_found_initial,0,
ys_warn_count,2,
crit_required,16.19,ns
cts_root_buf,clkbuf_16,
maxCapViolCount,0,
dieArea,36200,sq um
slew_violations,0,
globalplace.congestion,0.910,
synth_cell_types,101,
ios,19,
grt_use_total,12.5,%
cts_buffer_depth,2,
setup_tns,0,ns
port-buffer-count,18,
grt_pass1_wl,37800,microns
cts_buffers,17,
fin_crit_sh,76.2,%
cts_tree,done,
vias_per_cell,5.10,
cts_sinks,121,
synthToLayoutAreaGrowth,12.3,%
utilization,34.3,%
start_kind,flip-flop,
rsz0062_at_grt,no,
relSlewSlack,44.6,%
avgSynthCellArea,8.65,sq um
async_flop_share,0,%
drtIter0Drc,562,
h-tree-depth,4,
core,34700,sq um
hp-class,reg -> reg,
warning_count,27,
syn_inst,1228,
==> worst max-delay path, delay by kind of cell, from the launching register on <==
family / cells / cell delay, ns
compound gates: 19 / 4.70
simple gates: 15 / 3.34
fa+ha+maj: 8 / 3.14
flops: 1 / 0.32
xor+xnor: 2 / 0.30
buf+inv: 3 / 0.19
==> synth_stat cells (9+ instances only) <==
| cell | n | area share, % |
|---|---|---|
| nand2b_1 | 17 | 1.0 |
| a211oi_1 | 12 | 0.85 |
| nand2_1 | 61 | 2.2 |
| xnor2_1 | 35 | 2.9 |
| clkbuf_1 | 28 | 0.99 |
| ha_1 | 96 | 11 |
| o21ai_1 | 14 | 0.66 |
| xor2_1 | 14 | 1.2 |
| dfxtp_1 | 121 | 23 |
| nand4_1 | 20 | 1.2 |
| fa_1 | 52 | 9.8 |
| nor2_1 | 80 | 2.8 |
| o31ai_1 | 12 | 0.85 |
| o21ai_0 | 54 | 2.5 |
| inv_1 | 144 | 5.1 |
| nor2b_1 | 21 | 1.2 |
| a21o_1 | 15 | 1.1 |
| nor3_1 | 33 | 1.6 |
| o21a_1 | 13 | 0.92 |
| nand3_1 | 33 | 1.6 |
| o211ai_1 | 12 | 0.85 |
| o2111ai_1 | 9 | 0.74 |
| o22ai_1 | 9 | 0.53 |
| a21oi_2 | 13 | 1.1 |
| a41oi_1 | 10 | 0.82 |
| buf_2 | 10 | 0.47 |
| mux2i_1 | 9 | 0.85 |
| a31oi_1 | 36 | 2.1 |
| a21oi_1 | 63 | 3.0 |
==> path summary, 6_finish.rpt <==
path,startpoint,to,slack [ns],cells after the start
hold reg to reg,buff[8][1],buff[7][1],0.32,0
setup reg to reg,buff[10][1],trig,3.79,47
setup / recovery,buff[10][1],trig,3.79,47
hold / removal,buff[8][1],buff[7][1],0.32,0
==> sequential cells by signal, summed over array words and instances (netlist names) <==
register,cells
trig,1
buff,120
==> cells by family after synthesis <==
family          share of synthesized area (%)
flops                                    22.8
mux                                     0.954
simple gates                             15.8
xor+xnor                                 4.65
buf+inv                                  7.22
compound gates                           27.4
fa+ha+maj                                21.2
==> cell type report <==
cell class | instances | area (sq um)
fill | 3524 | 22800
multi-input combinational | 917 | 7460
sequential | 121 | 2420
tap | 455 | 569
inverter | 144 | 541
clock buffer | 19 | 443
timing repair buffer | 40 | 345
clock inverter | 13 | 144
==> metal layers <==
| metal | GRT usage [%] | up-vias | share of wire (%) | routed length, microns |
|---|---|---|---|---|
| met5 | 0 | - | 0 | 0 |
| met2 | 19.2 | 179 | 43 | 9240 |
| li1 | - | 4499 | - | - |
| met4 | 1.38 | 0 | 1.1 | 228 |
| met3 | 1.41 | 18 | 3.6 | 770 |
| met1 | 19.7 | 4016 | 52 | 11200 |
==> cells in the final DEF, fill, tap and decap left out, types with 35 or more instances in the layout <==
cell type,n
nand2_1,61
nor2_1,80
a21oi_1,62
fa_1,52
ha_1,96
a31oi_1,35
o21ai_0,54
dfxtp_1,121
xnor2_1,35
inv_1,144
==> per-stage QoR <==
stage	worst slack (ns)	cell area, sq um	hold slack (ns)	cells
2_1_floorplan	5.56	10600	0.310	1228
3_3_place_gp	3.98	11300	0.310	1677
3_5_place_dp	3.91	11300	0.312	1677
4_1_cts	3.82	11900	0.321	1709
5_1_grt	2.71	11900	0.327	1709
6_report	3.79	11900	0.322	1709
