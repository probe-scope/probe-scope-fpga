<file path="design/flow/run.sh">
#!/bin/bash
# OpenROAD 26Q1-2900-gdf79404cd8, Yosys 0.63+post, stock flow scripts
make -C /OpenROAD-flow-scripts/flow DESIGN_CONFIG=/design/flow/config.mk WORK_HOME=/design/flow/orfs finish
</file>
<file path="design/flow/config.mk">
export PLATFORM = sky130hd
export DESIGN_NAME = ADC_Aqu
export DESIGN_NICKNAME = ADC_Aqu
export VERILOG_FILES = /design/flow/design.v
export SDC_FILE = /design/flow/constraint.sdc
export NUM_CORES = 4
export LEC_CHECK = 1
export CORE_AREA = 10 10 100 100
export DIE_AREA = 0 0 110 110
</file>
<file path="design/flow/constraint.sdc">
current_design ADC_Aqu

set clk_period 5.9
set clk_io_pct 0.2

create_clock -name clk0 -period $clk_period [get_ports {adc_clk}]

set non_clock_inputs [all_inputs -no_clocks]
set_input_delay [expr $clk_period * $clk_io_pct] -clock clk0 $non_clock_inputs
set_output_delay [expr $clk_period * $clk_io_pct] -clock clk0 [all_outputs]
</file>
<file path="design/flow/design.v">
module ADC_Aqu (
	input adc_clk,
	      adc_dco,
	      adc_d0a,
	      adc_d0b,
	      adc_d1a,
	      adc_d1b,
	      adc_d2a,
	      adc_d2b,
	      adc_d3a,
	      adc_d3b,
	      adc_d4a,
	      adc_d4b,
	      adc_d5a,
	      adc_d5b,
	      adc_d6a,
	      adc_d6b,
	      adc_d7a,
	      adc_d7b,
    input [15:0] decimation,
	output reg [7:0] adc_data,
	output reg decim_clk
);
reg [15:0] counter;
always @(posedge adc_clk) begin
	counter <= counter + 1;
	if (counter > decimation) begin
			counter <= 0;
			adc_data[0] <= adc_dco ? adc_d0a : adc_d0b;
			adc_data[1] <= adc_dco ? adc_d1a : adc_d1b;
			adc_data[2] <= adc_dco ? adc_d2a : adc_d2b;
			adc_data[3] <= adc_dco ? adc_d3a : adc_d3b;
			adc_data[4] <= adc_dco ? adc_d4a : adc_d4b;
			adc_data[5] <= adc_dco ? adc_d5a : adc_d5b;
			adc_data[6] <= adc_dco ? adc_d6a : adc_d6b;
			adc_data[7] <= adc_dco ? adc_d7a : adc_d7b;
			decim_clk <= 1;
	end
	else decim_clk <= 0;
end
endmodule
</file>
==> out/results.ini <==
[finish]
post-route-util_pct=26.0
fin_cells=290
areaGrowthSynthToFinish_pct=39.0
drive_above_1_share_pct=14.4
lay_top_cells=clkdlybuf4s50_1 (42), ha_1 (17), dfxtp_1 (17), inv_1 (16)
lay_top_count=clkdlybuf4s50_1

[placement]
placed_cells_incl_taps=286
io_buffers=42
gp_congestion=0.779
place_hpwl_mm=2.75
dp_slack_ps=2560

[synthesis]
netlist_instances=144
syn_area_per_cell_um2=10.1
ys_cells=144
yosys_register_bits=25
synth_chip_area_um2=1460
synth_warnings=1
synth.distinct_cells=30
yosys.stat.seqShare_pct=39.8
synthesis.area_um2=1460

[die]
core-area_um2=7810
fp_util_pct=18.7
die_h_um=110
ios=43
fp-row-count=32
die_x_um=110
die-area_um2=12100

[pwr]
power_mw=0.549
power_density_nw_per_um2=270
ir_drop_mv=0.0905
leakagePower_nw=0.827

[routing]
wl_met1_mm=1.42
wire_per_inst_um=11.5
antenna_cells=0
wl_met2_mm=1.68
routed-wl-met3_um=177
antenna_left=0
top_layer_used=met4
drt_first_iter_violations=49
wl_mm=3.33
drc=0
viasPerCell=3.80
via_count=1102
firstDrtPassIters=4

[sta]
slew_viol_final=0
period_used_pct=52.3
maxSlewHeadroom_pct=66.5
skew_ps=1.30
period_needed_ps=3080
setup_viol=0
worst_slack_ps=2820
max_freq_mhz=324
fin_tns_setup_ps=0
worst_slew_pin_slew_ps=499
rsz0062_at_grt=no
hold_viol=0

[global_routing]
antenna_found_initial=0
grt_pass1_vias=1073
grt_usage_pct=5.47
grt_max_degree=18
grt_pass1_wl_mm=5.32
gr-total-overflow=0

[clock_network]
clk_pin_slew_ps=80
root_buffer=clkbuf_8
cts_setup_buffers=0
numCtsBuffers=3
hold_buffers=0
clk_path_buf_depth=2
cts_tree=done
cts_htree_levels=1
cts.sinks=25
cts_resized=0
clock_latency_ps=260

[critical_path]
r2r_slack_ps=3870
crit_path_end_kind=register
required_ps=5860
arrival_ps=3050
critPathMaxFanout=8
path_class=in -> reg
cp-start-kind=input pin

[run]
warnings=25
cap_viol_max_count=0

[worst_hold_path]
hp-class=reg -> reg

[outcome]
status=finished, final reports clean

where the power goes:
group | switching, mW | internal, mW | leakage, nW
clock network | 0.0525 | 0.0482 | 0.0228
logic | 0.0863 | 0.101 | 0.592
registers | 0.0401 | 0.220 | 0.212
total | 0.179 | 0.370 | 0.827
per-layer routing:
layer  up-vias  GRT usage, %
met2        16          9.31
met1       506          6.81
li1        578             -
met5         -             0
met4         0          1.02
met3         2          1.59
Yosys cell counts:
library cell	count	area (µm²)
nor2_1	10	37.5
a21oi_1	4	20.0
nand4_1	2	12.5
a21boi_2	1	11.3
xor2_1	8	70.1
mux2_2	8	90.1
nand3_1	8	40.0
nand2_1	10	37.5
nor2_4	1	11.3
nor2_2	8	50.1
a21o_1	1	7.51
inv_1	16	60.1
and3_1	3	18.8
a21oi_2	2	17.5
clkbuf_1	1	3.75
o31a_4	1	17.5
and4_1	1	8.76
o211ai_1	1	7.51
ha_1	17	213
dfxtp_1	17	340
nor4_2	1	12.5
edfxtp_1	8	240
nor2b_1	2	12.5
o21ai_1	1	5.00
xnor2_1	6	52.6
o31a_2	1	10.0
nand4_2	1	12.5
a221o_1	1	10.0
buf_12	1	20.0
nor3_1	2	10.0
metrics by stage:
stage                     cell area [µm²]  hold WS, ps
after floorplan                      1460          439
after global placement               1980          458
after detailed placement             1980          460
after CTS                            2030          483
after global routing                 2030          507
final                                2030          476
worst paths after layout:
check | startpoint | endpoint | depth (start not counted)
worst max-delay path | decimation[14] | adc_data[5] | 7
worst min-delay path | counter[0] | counter[0] | 1
worst max register to register | counter[14] | adc_data[5] | 5
worst min register to register | counter[0] | counter[0] | 1
kinds of logic (layout without fill, tap and decap cells):
family | count (synthesis) | count (layout) | share of synthesized area (%)
flops | 25 | 25 | 39.8
fa+ha+maj | 17 | 17 | 14.6
simple gates | 49 | 49 | 18.1
buf+inv | 18 | 62 | 5.74
compound gates | 13 | 13 | 7.28
xor+xnor | 14 | 14 | 8.40
mux | 8 | 8 | 6.17
area by class of cell:
cell class | count | area, µm²
well taps | 102 | 128
clock buffers | 4 | 45.0
repair buffers | 42 | 420
flip-flops and latches | 25 | 581
fillers | 836 | 5780
inverters | 16 | 60.1
multi-input cells | 101 | 796
flip-flops by register name, indices dropped and copies added, names as in the netlist:
name,cells
decim_clk,1
adc_data,8
counter,16
worst max-delay path, cell delays in order:
cell             delay (ps)
clkdlybuf4s50_1         460
inv_1                    40
ha_1                    320
nand4_2                 160
nor4_2                  350
a21boi_2                250
o31a_2                  290
No activity file was given, so power comes from the tool's default toggle rates.
